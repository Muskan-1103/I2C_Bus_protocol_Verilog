## flow/run.sh

```bash
#!/bin/bash
# OpenROAD 26Q1-2900-gdf79404cd8, Yosys 0.63+post, stock flow scripts
make -C /OpenROAD-flow-scripts/flow DESIGN_CONFIG=/design/flow/config.mk WORK_HOME=/design/flow/orfs finish
```

## flow/config.mk

```make
export PLATFORM = sky130hd
export DESIGN_NAME = step3
export DESIGN_NICKNAME = step3
export VERILOG_FILES = /design/flow/design.v
export SDC_FILE = /design/flow/constraint.sdc
export NUM_CORES = 4
export LEC_CHECK = 1
export CORE_AREA = 10 10 100 100
export DIE_AREA = 0 0 110 110
```

## flow/constraint.sdc

```tcl
current_design step3

set clk_period 4.0
set clk_io_pct 0.2

create_clock -name clk0 -period $clk_period [get_ports {clk}]

set non_clock_inputs [all_inputs -no_clocks]
set_input_delay [expr $clk_period * $clk_io_pct] -clock clk0 $non_clock_inputs
set_output_delay [expr $clk_period * $clk_io_pct] -clock clk0 [all_outputs]
```

## flow/design.v

```verilog
`timescale 1ns/ 1ps  
`default_nettype none
module step3(
    input wire clk,
    input wire reset,
    input wire start, 
    input wire [6:0] addr,
    input wire [7:0] data,
    output reg i2c_sda,
    output wire i2c_scl
    );
    localparam STATE_IDLE = 0;
    localparam STATE_START =1;
    localparam STATE_ADDR =2;
    localparam STATE_RW = 3;
    localparam STATE_WACK = 4;
    localparam STATE_DATA =5;
    localparam STATE_STOP = 6;
    localparam STATE_WACK2 = 7;
    reg [7:0] state; 
    reg [7:0] count;
    reg [6:0] saved_addr;
    reg[7:0] saved_data;
    reg i2c_scl_enable =0; 
    assign i2c_scl = (i2c_scl_enable ==0)?1: ~clk;
    always @(negedge clk) begin 
        if (reset == 1) begin
            i2c_scl_enable <= 0;
        end
        else begin 
            if ((state == STATE_IDLE)||(state == STATE_START)||(state==STATE_STOP)) begin
                i2c_scl_enable <= 0;
            end
            else begin
                i2c_scl_enable <= 1;
            end
        end
    end
    always @(posedge clk) begin 
        if (reset == 1) begin
            state <=0;  
            i2c_sda <=1;  
            count <= 8'd0;
        end
        else begin 
            case (state)
                STATE_IDLE: begin  
                    i2c_sda <=1;  
                    if (start) begin
                        state<=STATE_START;
                        saved_addr<=addr;
                        saved_data<=data;
                    end
                    else state<=STATE_IDLE;
                end
                STATE_START : begin  
                    i2c_sda <=0;
                    state <=STATE_ADDR; 
                    count <= 6;
                end
                STATE_ADDR : begin  
                    i2c_sda <= addr[count];
                    if (count ==0) state<=STATE_RW;
                    else count <= count-1;
                end
                STATE_RW : begin
                    i2c_sda <= 1;
                    state <= STATE_WACK;
                end
                STATE_WACK : begin
                    state <= STATE_DATA;
                    count <=7;
                end
                STATE_DATA :begin
                    i2c_sda <= data[count];
                    if (count == 0) state <= STATE_WACK2; 
                    else count <= count-1;   
                end
                STATE_WACK2 :begin
                    state<=STATE_STOP;
                end
                STATE_STOP :begin
                    i2c_sda<=1;
                    state<=STATE_IDLE;
                end
            endcase
        end 
    end
endmodule
```

==> results.json <==
{
  "status": "finished, final reports clean",
  "latency_at_later_pin_ns": 0.43,
  "setup_slack_ns": 0.192,
  "post_synth_most_frequent_cells": "dfxtp_1, nor2_1, nand2_1",
  "synth.largest_area_cell": "dfxtp_1",
  "io-pin-count": 20,
  "cp.required_ns": 3.20,
  "floorplan.die.width_um": 110,
  "post_synth_instance_area_um2": 893,
  "grt_most_used_layer": "met2",
  "vias": 783,
  "reg2reg_slack_ns": 1.43,
  "grt.met2_usage_pct": 5.97,
  "count_of_inserted_antenna_diode_cells": 0,
  "hold_critical_path_depth": 1,
  "top_cell": "dfxtp_1",
  "grt_pass1_wl_um": 3660,
  "crit_buf_inv": 1,
  "timing.final.max_slew_violations": 0,
  "grt_pass1_vias": 781,
  "use_met3_pct": 1.94,
  "relSlewSlack_pct": 60.0,
  "cp_top_family": "flip-flops",
  "report.final.hold_viol_count": 0,
  "syn-mean-instance-area_um2": 9.02,
  "rsz0062_at_grt": "false",
  "yosys-dominant-comb-family": "simple AND/OR/NAND/NOR gates",
  "synth.mux.area_fraction_pct": 8.54,
  "area_growth_syn_to_layout_pct": 44.8,
  "numPlacedInstances": 218,
  "setup-violations-final": 0,
  "hold_end": "state[3]",
  "synth_async_sr_flop_share_pct": 0,
  "arrival_time_of_the_worst_setup_path_ns": 3.01,
  "clock_skew_ns": 0.0771,
  "finalWeightedCongestion": 0.772,
  "hold_slack_ns": 0.439,
  "grt_antenna_before_repair": 0,
  "chipHeight_um": 110,
  "dpl.hpwl_um": 1710,
  "setup_total_negative_slack_ns": 0,
  "drtAntennaViolNets": 0,
  "worst_r2r_endpoint": "i2c_scl_enable",
  "ordered_cell_list_for_the_critical_path": "nand2_1 > dlygate4sd2_1",
  "grt_max_degree": 15,
  "post_cts_clock_slew_at_the_launch_and_capture_registers_of_the_worst_setup_and_hold_paths_ns": 0.07,
  "power_leakage_uw": 0.000439,
  "critical-path-slowest-cell": "dfxtp_1",
  "globalRouteTotalUtil_pct": 3.81,
  "synth.top_cell.area_share_pct": 40.3,
  "floorplan.core_area_mm2": 0.00781,
  "synth.top_cells.by_area": "dfxtp_1, mux4_2, nor2_1",
  "irDropWorstVdd_mv": 0.158,
  "synthesis.yosys.warnings": 1,
  "ys_cells": 99,
  "crit_path_max_fanout": 1,
  "initial_utilization_pct": 11.4,
  "synth_sequential_area_ratio_pct": 40.3,
  "hold_path_startpoint": "state[7]",
  "cp_slowest_stage_delay_ns": 0.30,
  "pre_cts_ws_ns": 0.414,
  "num_rows": 32,
  "fill_cells": 874,
  "setup.worst_path.end_class": "output pin",
  "synth_xor_xnor_area_share_pct": 0,
  "criticalPathCategory": "reg2out",
  "reg2reg_depth": 1,
  "synth.cellmix.adderShare_pct": 1.40,
  "aoi_share_pct": 16.9,
  "distinct_lib_cells_used": 37,
  "grt_use_met1_pct": 4.44,
  "grt_overflow_total": 0,
  "drive_above_1_share_pct": 12.2,
  "setup.worst_path.start_class": "register",
  "number_of_enable_type_register_cells_in_the_synthesized_netlist": 0,
  "final_cells": 225,
  "worst_slew_pin_slew_ns": 0.595,
  "drt-total-wl_um": 2210,
  "power_per_cell_area_mw_per_mm2": 432,
  "chip_area_mm2": 0.0121,
  "port-buffer-count": 19,
  "wire_per_inst_um": 9.82,
  "type_of_the_worst_min_delay_path": "reg2reg",
  "post_drt_via_cell_ratio": 3.48,
  "warning_count": 27,
  "timing.max_cap.violations": 0,
  "postSynthRegisterBits": 18,
  "cts_hold_repair.buffers": 0,
  "cts_tree": "built",
  "flop_cell": "dfxtp_1",
  "dr.first_iter.drc_count": 73,
  "post-route-drc-count": 0,
  "post_cts_buffers": 0,
  "yosys_area_um2": 893,
  "synthesis.instances": 99,
  "yosys.area_share.simple_pct": 28.9,
  "drt_first_pass_iters": 3,
  "rr_startpoint": "state[3]"
}
registers in the layout, summed over array words and instances, names as in the netlist:
register	cells
count	8
state	8
i2c_scl_enable	1
i2c_sda	1
where the power goes:
| part | internal [uW] | total (uW) | switching, uW |
|---|---|---|---|
| clock | 154 | 227 | 73.2 |
| sequential | 194 | 213 | 18.6 |
| combinational | 60.0 | 119 | 58.9 |
cell type report:
class                      instances  area, um2  area share, %
multi-input combinational         74        498           38.5
inverter                           3       11.3          0.870
clock buffer                       8        105           8.12
clock inverter                     1       3.75          0.290
tap                              102        128           9.86
sequential                        18        360           27.9
timing repair buffer              19        188           14.5
cell families after synthesis:
group                    count (synthesis)
buffers and inverters                    7
multiplexers                             5
AND-OR/OR-AND                           22
AND/OR/NAND/NOR                         46
flip-flops                              18
adder cells (fa/ha/maj)                  1
through the flow:
stage               util, %  total power, uW  instance area, um2
finish                 16.6              559                1290
global route           16.6              598                1290
CTS                    16.6              568                1290
detailed placement     15.4              342                1200
global placement       15.4              341                1200
floorplan                 -              301                 893
layout by cell type (no fill, tap or decap), drive strengths merged, types with 2 or more instances in the layout:
master / instances
dfxtp: 18
clkdlybuf4s50: 18
nor2: 12
nand2: 7
clkbuf: 7
nor4: 5
inv: 4
a21oi: 4
nor3b: 3
o21ai: 3
a31oi: 3
nand3b: 3
or4: 3
nor2b: 2
or2: 2
nand2b: 2
nand4b: 2
o311ai: 2
a311oi: 2
a211oi: 2
mux2i: 2
mux4: 2
a21boi: 2
timing repair:
action | CTS | global route
resized | 1 | 0
hold endpoints to repair | 0 | 0
endpoints found under the setup margin | 2 | 0
worst max-delay path by stage:
stage | from | to | slack (ns) | depth (start not counted)
after CTS | i2c_scl_enable | i2c_scl | 0.15 | 2
after global routing | i2c_scl_enable | i2c_scl | 0.10 | 2
final | i2c_scl_enable | i2c_scl | 0.19 | 2
routing by layer:
metal	share of wire [%]	vias up	wire, um
li1	-	423	-
met5	0	-	0
met1	44	347	961
met4	1.2	0	27
met2	48	8	1070
met3	6.9	5	153
Power figures rest on the tool's default switching activity, not on a simulated workload.
