**/design/flow/config.mk**
```make
export PLATFORM = sky130hd
export DESIGN_NAME = step1
export DESIGN_NICKNAME = step1
export VERILOG_FILES = /design/flow/design.v
export SDC_FILE = /design/flow/constraint.sdc
export NUM_CORES = 4
export LEC_CHECK = 1
export CORE_AREA = 10 10 72 72
export DIE_AREA = 0 0 82 82
```
**/design/flow/constraint.sdc**
```tcl
current_design step1

set clk_period 2.0
set clk_io_pct 0.2

create_clock -name clk0 -period $clk_period [get_ports {clk}]

set non_clock_inputs [all_inputs -no_clocks]
set_input_delay [expr $clk_period * $clk_io_pct] -clock clk0 $non_clock_inputs
set_output_delay [expr $clk_period * $clk_io_pct] -clock clk0 [all_outputs]
```
**/design/flow/design.v**
```verilog
`timescale 1ns / 1ps
module step1(
    input wire clk,
    input wire reset,
    output reg i2c_sda,
    output reg i2c_scl
    );
    localparam STATE_IDLE = 0;
    localparam STATE_START =1;
    localparam STATE_ADDR =2;
    localparam STATE_RW = 3;
    localparam STATE_WACK = 4;
    localparam STATE_DATA =5;
    localparam STATE_STOP = 6;
    localparam STATE_WACK2 = 7;
    reg [7:0] state; 
    reg [6:0] addr;  
    reg [7:0] count;
    reg [7:0] data;
    always @(posedge clk) begin 
        if (reset == 1) begin
            state <=0;  
            i2c_sda <=1;  
            i2c_scl <=1;
            addr <= 7'h50;
            count <= 8'd0;
            data<=8'haa;
        end
        else begin 
            case (state)
                STATE_IDLE: begin  
                    i2c_sda <=1;  
                    state <=STATE_START ;  
                end
                STATE_START : begin  
                    i2c_sda <=1;
                    state <=STATE_ADDR; 
                    count <= 6;
                end
                STATE_ADDR : begin  
                    i2c_sda <= addr[count];
                    if (count ==0) state<=STATE_RW;
                    else count <= count-1;
                end
                STATE_RW : begin
                    i2c_sda <= 1;
                    state <= STATE_WACK;
                end
                STATE_WACK : begin
                    state <= STATE_DATA;
                    count <=7;
                end
                STATE_DATA :begin
                    i2c_sda <= data[count];
                    if (count == 0) state <= STATE_WACK2; 
                    else count <= count-1;   
                end
                STATE_WACK2 :begin
                    state<=STATE_STOP;
                end
                STATE_STOP :begin
                    i2c_sda<=1;
                    state<=STATE_IDLE;
                end
            endcase
        end 
    end
endmodule
```
**/design/flow/run.sh**
```bash
#!/bin/bash
# OpenROAD 26Q1-2900-gdf79404cd8, Yosys 0.63+post, stock flow scripts
make -C /OpenROAD-flow-scripts/flow DESIGN_CONFIG=/design/flow/config.mk WORK_HOME=/design/flow/orfs finish
```
==> GITHUB_STEP_SUMMARY <==
### Flow metrics

| Metric | Value |
|---|---|
| Overall power | 0.868 mW |
| Total global routing overflow | 0 |
| Number of library cell types mapped by synthesis | 35 |
| Via count of the routed design | 595 |
| Count of warning messages emitted by the tools | 26 |
| DRC viols | 0 |
| Initial cell density of the core | 21.3% |
| Buffers inserted by post-CTS timing repair | 0 |
| TritonCTS clock tree | yes |
| Reported max-cap violation count | 0 |
| Area enclosed by the die boundary | 0.00672 mm^2 |
| Most common reg cell | sky130_fd_sc_hd__dfxtp_1 |
| Proportion of synthesized chip area in sequential cells | 43.3% |
| Layout cell share with drive strength beyond 1 | 13.3% |
| Lkg Pwr | 0.335 nW |
| Mapped Avg Cell Area | 9.14 um^2 |
| DRT Pass-1 Iters | 4 |
| Sum of negative setup slack | 0 ns |
| Area of the mapped netlist | 786 um^2 |
| N_diodes | 0 |
| Placement Cell Area | 855 um^2 |
| Initial antenna violation count | 0 |
| Insertion delay at the late pin of the worst-skew pair | 0.25 ns |
| Layout overhead on the synthesized area | 14.5% |
| Residual antenna-violating net count after detailed routing | 0 |
| Die width | 82 um |
| Final non-filler cell total | 138 |
| Final period utilization | 89.8% |
| Routability-driven placement congestion ratio | 0.907 |
| Global-route wire length before repair | 2390 um |
| Number of instances on the worst hold path | 1 |
| Pin count of the biggest net entering global routing | 10 |
| Final-report hold violation count | 0 |
| Final setup fails | 0 |
| Total wire length | 1410 um |
| Flip-flop and latch count after synthesis | 17 |
| Post-DP HPWL | 1050 um |
| Final clock skew | 0.00465 ns |
| 1st-iter DRT viols | 13 |
| Gate count of the mapped netlist | 86 |
| Master cell of the clock root buffer | sky130_fd_sc_hd__clkbuf_8 |
| Clock edge transition at the registers on the reported setup and hold paths | 0.06 ns |
| Cts bufs inserted | 3 |
| Worst min-delay path class | reg -> reg |
| Maximum fanout along the worst path | 7 |
| Startpoint class of the critical path | flip-flop |
| Arrival time at the worst endpoint | 1.94 ns |
| Top-level I/O count | 4 |
| Final tally of max-slew violations | 0 |
| Total non-filler cell area in the finished layout | 900 um^2 |
| Worst vdd rail ir drop | 404 uV |
| Placement Rows | 22 |
| WS Path Type | reg -> reg |
| Worst path required time | 2.14 ns |
| Number of instances resized during post-cts repair | 0 |
| Placeable core region | 0.00369 mm^2 |
| Outcome | complete, no violations |
| Async set-or-reset flop fraction in the synthesized netlist | 0% |
| Wire per inst | 10.2 um |
| H-tree depth | 1 |
| Yosys Chip Area | 786 um^2 |
| Maximum clock path buffer count | 2 |
| Yosys stat cell total | 86 |
| Worst slack, placed | 0.222 ns |
| Number of fill cells | 408 |
| Cts hold-fix bufs | 0 |
| Clock net sink count | 17 |
| GRT Total Usage | 4.31% |
| Detail-routed via count per cell | 4.31 |
| Kind of end point of the critical path | flip-flop |
| Pwr/cell area | 965 mW/mm^2 |
| Peak clock frequency supported by timing | 0.557 GHz |
| Least setup slack across all paths after layout | 0.203 ns |
| Number of buffer cells added on primary ports | 2 |
| Placed instance count | 134 |
| Worst r2r path cells | 6 |
| Chip height | 82 um |
| Number of global-route vias before repair | 553 |
| Synth warn | 1 |
| Unrepaired setup endpoints after global routing | false |
| Fin crit period | 1.80 ns |
| EDFF count, synth | 0 |
-- sequential cells by signal (all words and copies together), names as in the netlist --
name,count
i2c_sda,1
state,8
count,8
-- cell families after synthesis --
group | Yosys count | synth area share (%)
adders and majority gates | 3 | 4.78
and+or+nand+nor | 31 | 22.0
buffers and inverters | 10 | 6.21
xor gates and xnor gates | 1 | 1.11
AOI/OAI and AO/OA | 23 | 22.1
DFF | 17 | 43.3
other | 1 | 0.477
-- worst max-delay path: stages, from the launching register on --
cell and delay (ns):
sky130_fd_sc_hd__dfxtp_1 0.39, sky130_fd_sc_hd__inv_1 0.11, sky130_fd_sc_hd__ha_1 0.20, sky130_fd_sc_hd__nor3b_2 0.19
sky130_fd_sc_hd__a31oi_1 0.44, sky130_fd_sc_hd__a211oi_1 0.14, sky130_fd_sc_hd__a31o_2 0.23
-- Yosys cell counts (all sizes together) (2+ instances only) --
cell | count | area (um^2)
a2111oi | 2 | 23.8
a211oi | 3 | 22.5
a21oi | 7 | 35.0
a311oi | 2 | 17.5
a31o | 2 | 17.5
buf | 2 | 18.8
clkbuf | 2 | 7.51
dfxtp | 17 | 340
ha | 3 | 37.5
inv | 6 | 22.5
nand2 | 2 | 7.51
nor2 | 10 | 37.5
nor2b | 3 | 18.8
nor3 | 3 | 15.0
nor3b | 3 | 27.5
nor4 | 2 | 12.5
or2 | 4 | 25.0
-- metrics by stage --
stage               hold WS [ns]  utilization, %
floorplan                  0.403               -
global placement           0.411            23.2
detailed placement         0.431            23.2
CTS                        0.441            24.4
global route               0.461            24.4
finish                     0.435            24.4
-- power breakdown --
group | total [mW] | switching [mW] | internal [mW]
Sequential | 0.404 | 0.0345 | 0.370
Clock | 0.246 | 0.105 | 0.141
Combinational | 0.218 | 0.120 | 0.0984
-- path summary, 6_finish.rpt --
path / startpoint / to / slack [ns]
hold reg to reg: state[3] / state[0] / 0.43
hold / removal: state[3] / state[0] / 0.43
setup reg to reg: count[0] / count[3] / 0.20
setup / recovery: count[0] / count[3] / 0.20
-- layer usage --
metal / track usage (%) / vias to the layer above / routed length (um)
li1: - / 317 / -
met1: 5.74 / 273 / 732
met2: 6.97 / 5 / 639
met3: 1.10 / 0 / 42
met4: 0.850 / 0 / 0
met5: 0 / - / 0
-- cell type report --
class / instances / area (um^2) / area share, %
Clock buffer: 4 / 45.0 / 5.01
Tap cell: 48 / 60.1 / 6.68
Sequential cell: 17 / 340 / 37.8
Inverter: 6 / 22.5 / 2.50
Multi-Input combinational cell: 59 / 397 / 44.1
Timing Repair Buffer: 4 / 35.0 / 3.89
-- layout by cell type (no fill, tap or decap), types with 2 or more instances in the layout --
cell	count
sky130_fd_sc_hd__dfxtp_1	17
sky130_fd_sc_hd__nor2_1	10
sky130_fd_sc_hd__a21oi_1	7
sky130_fd_sc_hd__inv_1	6
sky130_fd_sc_hd__nor2b_1	3
sky130_fd_sc_hd__or2_2	3
sky130_fd_sc_hd__nor3_1	3
sky130_fd_sc_hd__a211oi_1	3
sky130_fd_sc_hd__ha_1	3
sky130_fd_sc_hd__clkbuf_8	3
sky130_fd_sc_hd__nor4_1	2
sky130_fd_sc_hd__nand2_1	2
sky130_fd_sc_hd__nor3b_1	2
sky130_fd_sc_hd__a311oi_1	2
sky130_fd_sc_hd__clkdlybuf4s50_1	2
sky130_fd_sc_hd__buf_4	2
Power is estimated from default activity; no workload was simulated.
