==> flow/run.sh <==
#!/bin/bash
# OpenROAD 26Q1-2900-gdf79404cd8, Yosys 0.63+post, stock flow scripts
make -C /OpenROAD-flow-scripts/flow DESIGN_CONFIG=/design/flow/config.mk WORK_HOME=/design/flow/orfs finish
==> flow/config.mk <==
export PLATFORM = sky130hd
export DESIGN_NAME = step2
export DESIGN_NICKNAME = step2
export VERILOG_FILES = /design/flow/design.v
export SDC_FILE = /design/flow/constraint.sdc
export NUM_CORES = 4
export LEC_CHECK = 1
export CORE_AREA = 10 10 76 76
export DIE_AREA = 0 0 86 86
==> flow/constraint.sdc <==
current_design step2

set clk_period 2.9
set clk_io_pct 0.2

create_clock -name clk0 -period $clk_period [get_ports {clk}]

set non_clock_inputs [all_inputs -no_clocks]
set_input_delay [expr $clk_period * $clk_io_pct] -clock clk0 $non_clock_inputs
set_output_delay [expr $clk_period * $clk_io_pct] -clock clk0 [all_outputs]
==> flow/design.v <==
`timescale 1ns / 1ps
module step2(
    input wire clk,
    input wire reset,
    output reg i2c_sda,
    output wire i2c_scl
    );
    localparam STATE_IDLE = 0;
    localparam STATE_START =1;
    localparam STATE_ADDR =2;
    localparam STATE_RW = 3;
    localparam STATE_WACK = 4;
    localparam STATE_DATA =5;
    localparam STATE_STOP = 6;
    localparam STATE_WACK2 = 7;
    reg [7:0] state; 
    reg [6:0] addr;  
    reg [7:0] count;
    reg [7:0] data;
    reg i2c_scl_enable =0; 
    assign i2c_scl = (i2c_scl_enable ==0)?1: ~clk;
    always @(negedge clk) begin 
        if (reset == 1) begin
            i2c_scl_enable <= 0;
        end
        else begin 
            if ((state == STATE_IDLE)||(state == STATE_START)||(state==STATE_STOP)) begin
                i2c_scl_enable <= 0;
            end
            else begin
                i2c_scl_enable <= 1;
            end
        end
    end
    always @(posedge clk) begin 
        if (reset == 1) begin
            state <=0;  
            i2c_sda <=1;  
            addr <= 7'h50;
            count <= 8'd0;
            data<=8'haa;
        end
        else begin 
            case (state)
                STATE_IDLE: begin  
                    i2c_sda <=1;  
                    state <=STATE_START ;  
                end
                STATE_START : begin  
                    i2c_sda <=0;
                    state <=STATE_ADDR; 
                    count <= 6;
                end
                STATE_ADDR : begin  
                    i2c_sda <= addr[count];
                    if (count ==0) state<=STATE_RW;
                    else count <= count-1;
                end
                STATE_RW : begin
                    i2c_sda <= 1;
                    state <= STATE_WACK;
                end
                STATE_WACK : begin
                    state <= STATE_DATA;
                    count <=7;
                end
                STATE_DATA :begin
                    i2c_sda <= data[count];
                    if (count == 0) state <= STATE_WACK2; 
                    else count <= count-1;   
                end
                STATE_WACK2 :begin
                    state<=STATE_STOP;
                end
                STATE_STOP :begin
                    i2c_sda<=1;
                    state<=STATE_IDLE;
                end
            endcase
        end 
    end
endmodule
==> reports/qor.txt <==
Comb. cell area: 433 um^2
Layout area overhead: 21.7%
Critical path endpoint: i2c_scl
YS warnings: 1
IO Pins: 4
Pwr per Cell Area: 743 nW/um^2
FF+latch count, synth: 18
Worst reg2reg path depth: 2
Layout cells sized above 1: 18.8%
Post-synth seq share: 43.6%
CTS tree: done
Gate Count Post-Synth: 93
Hpwl dp: 1090 um
Crit Reg-Reg Endpoint: i2c_scl_enable
Unique cell types: 32
Clk latency of the worst-skew pair: 0.43 ns
Yosys cell count: 93
Total congestion overflow: 0
Place WS: -0.0789 ns
RD Place Congestion: 0.872
VDD IR max: 0.000451 V
Total of fill cells in the finished design: 433
Final setup margin: -0.00833 ns
Hold buffer count at cts: 0
Drt total wl: 1600 um
Tool Warnings: 29
Worst-margin pin slew: 0.580 ns
Post-route DRC violation count: 0
Synth Cell Area: 826 um^2
Clock transition at path regs: 0.06 ns
Utilization after layout: 24.4%
Avg Inst Size Synth: 8.88 um^2
Number of global-route vias before repair: 680
Chip height: 86 um
Hold Vio Cnt, Final: 0
First-pass GRT wire length: 2910 um
Ant diodes: 0
CP max FO: 1
CP Class: reg -> out
TritonRoute pass-1 iters: 4
# setup viols final: 2
DRT antenna net count: 0
Lkg Pwr: 0.376 nW
Clk_skew: 0.0787 ns
Failing checks: negative setup slack
Fp util: 20.1%
Horiz. Die Dim: 86 um
Post-CTS setup buffers: 0
YS chip area: 826 um^2
HP Class: reg -> reg
GRT Util Overall: 4.58%
R2R setup slack: 0.74 ns
Hold slack: 0.456 ns
Largest net degree at the start of global routing: 14
Starting DRT DRC Count: 53
I/O Buffers: 3
Worst R2R Start: state[3]
Max-slew violation count: 0
Status: finished with violations
Crit path DAT: 2.33 ns
RSZ-0062 raised after global routing: yes
Register area: 362 um^2
Routed WL per cell: 10.6 um
Number of cell rows: 23
Number of antenna violations at the first check in global routing: 0
Total core area: 4120 um^2
Number of max-cap violations: 0
Max_slew headroom: 61.0%
Worst Path Required: 2.32 ns
Vias per cell: 4.66
Critical path startpoint category: flip-flop
CP Launch Point: i2c_scl_enable
Die Area: 7400 um^2
Via count: 703
Worst Setup End Kind: primary output
-- synthesized netlist by cell type --
library cell / n / area [um^2]
buf_6: 1 / 11.3
nor4_4: 1 / 21.3
nor4_1: 2 / 12.5
buf_2: 1 / 5.00
nor2_1: 9 / 33.8
nand3_1: 3 / 15.0
ha_1: 2 / 25.0
or4_1: 2 / 15.0
and4b_1: 1 / 10.0
nor3b_1: 2 / 15.0
nand4b_1: 2 / 17.5
o211ai_1: 2 / 15.0
nor2_4: 1 / 11.3
o21ai_0: 4 / 20.0
a21oi_1: 7 / 35.0
inv_1: 3 / 11.3
a311oi_1: 2 / 17.5
or3_2: 1 / 7.51
a21o_2: 1 / 8.76
clkbuf_1: 2 / 7.51
nor3_1: 6 / 30.0
dfxtp_1: 18 / 360
nor2b_1: 3 / 18.8
or3_1: 2 / 12.5
or2_2: 2 / 12.5
nor4b_1: 1 / 8.76
a21o_1: 1 / 7.51
o31a_2: 1 / 10.0
o21a_1: 1 / 7.51
nand3b_1: 1 / 7.51
a31oi_1: 2 / 12.5
nand2_1: 6 / 22.5
-- layout make-up --
| type | instances | area share, % |
|---|---|---|
| clock buffer | 8 | 10.1 |
| clock inverter | 1 | 0.374 |
| inverter | 2 | 0.747 |
| multi-input combinational | 68 | 43.1 |
| sequential | 18 | 36.0 |
| tap | 50 | 6.23 |
| timing repair buffer | 4 | 3.49 |
-- repair_timing --
action	4_1_cts	5_1_grt
pin swaps	0	1
setup endpoints to repair	2	2
resized	3	2
-- flip-flops by register name (all words and copies together), names as in the netlist --
signal          count
count               8
state               8
i2c_scl_enable      1
i2c_sda             1
-- layout by cell type, fill, tap and decap left out --
cell type        instances
dfxtp_1                 17
nor2_1                   9
a21oi_1                  7
clkbuf_8                 7
nor3_1                   6
nand2_1                  5
o21ai_0                  4
inv_1                    3
nor2b_1                  3
nand3_1                  3
or2_2                    2
nor3b_1                  2
o211ai_1                 2
or4_1                    2
nand4b_1                 2
nor4_1                   2
or3_1                    2
a31oi_1                  2
a311oi_1                 2
ha_1                     2
clkdlybuf4s50_1          2
buf_4                    2
nor4b_1                  1
nand2_2                  1
nor2_4                   1
nand3b_1                 1
nor4_4                   1
and4b_1                  1
a21o_2                   1
o31a_2                   1
o21a_1                   1
a21o_1                   1
or3_2                    1
dfxtp_2                  1
buf_2                    1
-- through the flow --
step	area, um^2	TNS (ns)	power (mW)	instances
floorplan	826	0	0.412	93
global placement	910	-0.0344	0.440	144
detailed placement	910	-0.0789	0.443	144
CTS	1000	-0.0198	0.751	151
global route	1000	-0.0498	0.795	151
finish	1000	-0.00833	0.747	151
-- critical path: stages (launching register included) --
cell and delay, ns:
dfxtp_2 0.31, nand2_2 0.04, buf_2 0.10
-- routing by layer --
metal / global-route usage [%] / wire (um) / vias up
met1: 6.21 / 781 / 327
met4: 1.50 / 25 / 0
met2: 6.15 / 682 / 16
li1: - / - / 357
met5: 0 / 0 / -
met3: 2.29 / 109 / 3
-- worst min path at each step --
| stage | slack [ns] | cells past startpoint | to | startpoint |
|---|---|---|---|---|
| CTS | 0.46 | 1 | state[3] | state[7] |
| global route | 0.48 | 1 | state[3] | state[7] |
| finish | 0.46 | 1 | state[3] | state[7] |
-- where the power goes --
group / leakage [nW] / switching, mW / internal [mW]
Clock: 0.0597 / 0.103 / 0.214
Combinational: 0.168 / 0.0735 / 0.0592
Sequential: 0.148 / 0.0288 / 0.269
Total: 0.376 / 0.205 / 0.542
-- kinds of logic (layout without fill, tap and decap cells) --
family | after synthesis | in the layout | share of synthesized area [%]
flops | 18 | 18 | 43.6
fa+ha+maj | 2 | 2 | 3.03
simple gates | 45 | 45 | 32.9
compound gates | 21 | 21 | 16.2
buf+inv | 7 | 15 | 4.24
Power and IR drop assume default switching activity.
